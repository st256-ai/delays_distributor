`run.sh`:
```
#!/bin/bash
# OpenROAD 26Q1-2900-gdf79404cd8, Yosys 0.63+post, stock flow scripts
make -C /OpenROAD-flow-scripts/flow DESIGN_CONFIG=/design/flow/config.mk WORK_HOME=/design/flow/orfs finish
```
`config.mk`:
```
export PLATFORM = sky130hd
export DESIGN_NAME = uart_data_mapper
export DESIGN_NICKNAME = uart_data_mapper
export VERILOG_FILES = /design/flow/design.v
export SDC_FILE = /design/flow/constraint.sdc
export NUM_CORES = 4
export LEC_CHECK = 1
export CORE_UTILIZATION = 30
```
`constraint.sdc`:
```
current_design uart_data_mapper

set clk_period 2.5
set clk_io_pct 0.2

create_clock -name clk0 -period $clk_period [get_ports {i_clk}]

set non_clock_inputs [all_inputs -no_clocks]
set_input_delay [expr $clk_period * $clk_io_pct] -clock clk0 $non_clock_inputs
set_output_delay [expr $clk_period * $clk_io_pct] -clock clk0 [all_outputs]
```
`design.v`:
```
module uart_data_mapper(
	input wire i_clk,
	input wire [7:0] i_rx_data,
	input wire i_rx_ready,
	output wire [2:0] o_current_byte_num,
	output reg [7:0] o_periods_to_process,
	output reg [2:0] o_phasecounterselect_1,
	output reg [2:0] o_phasecounterselect_2,
	output reg o_pll_to_update,
	output reg o_phaseupdown,
	output reg o_shift_ready
);
localparam [7:0] INIT = 8'b00000000;
localparam [7:0] BASE = 8'b00110000;
localparam [7:0] STOP_SIGNAL = 8'b01110011;
localparam [2:0] INIT_COUNTER = 3'b110;
wire [7:0] mapped_rx_data;
wire [2:0] reduced_rx_data;
reg [2:0] current_byte_num;
reg prev_i_rx_ready;
reg prev_o_shift_ready;
initial begin
	current_byte_num <= 3'b000;
	prev_i_rx_ready <= 1'b0;
	prev_o_shift_ready <= 1'b0;
	o_phasecounterselect_1 <= INIT_COUNTER;
	o_phasecounterselect_2 <= INIT_COUNTER;
	o_periods_to_process <= INIT;
	o_pll_to_update <= 1'b0;
	o_shift_ready <= 1'b0;
	o_phaseupdown <= 1'b1;
end
assign o_current_byte_num = current_byte_num;
assign mapped_rx_data = i_rx_data - BASE;
assign reduced_rx_data = mapped_rx_data[2:0];
always @(posedge i_clk) begin
	if (o_shift_ready == 1'b1 && prev_o_shift_ready == 1'b1) begin
		o_shift_ready <= 1'b0;
	end
	if (i_rx_ready == 1'b1 && prev_i_rx_ready == 1'b0) begin
		if (current_byte_num == 3'b000) begin
			o_periods_to_process <= INIT;
			if (reduced_rx_data < 3'b100) begin
				o_phasecounterselect_1 <= reduced_rx_data + 3'b010;
				o_pll_to_update <= 1'b0;
			end else begin
				o_phasecounterselect_2 <= reduced_rx_data - 3'b010;
				o_pll_to_update <= 1'b1;
			end
		end
		if (current_byte_num == 3'b001) begin
			o_phaseupdown <= mapped_rx_data[0];
		end
		if (current_byte_num > 3'b001) begin
			if (i_rx_data == STOP_SIGNAL && o_periods_to_process != INIT)
				o_shift_ready <= 1'b1;
			else
				o_periods_to_process <= 8'b00001010 * o_periods_to_process + mapped_rx_data;
		end
		if (i_rx_data == STOP_SIGNAL)
			current_byte_num <= 3'b000;
		else
			current_byte_num <= current_byte_num + 3'b001;
	end
	prev_i_rx_ready <= i_rx_ready;
	prev_o_shift_ready <= o_shift_ready;
end 
endmodule
module uart_data_mapper_testbench();
	localparam [7:0] INITIAL_PERIODS_NUM = 8'b00110101;
	localparam [7:0] BASE = 8'b00110000;
	localparam [7:0] STOP_SIGNAL = 8'b01110011;
	localparam [2:0] INITIAL_COUNTER = 3'b110;
	reg i_clk;
	reg [7:0] i_rx_data;
	reg i_rx_ready;
	wire [2:0] o_current_byte_num;
	wire [7:0] o_periods_to_process;
	wire [2:0] o_phasecounterselect_1;
	wire [2:0] o_phasecounterselect_2;
	wire o_phaseupdown;
	wire o_pll_to_update;
	wire o_shift_ready;
	reg [7:0] _counter;
	reg [7:0] _gener_num_counter;
	uart_data_mapper uart_data_mapper(
       .i_clk(i_clk),
		 .i_rx_data(i_rx_data),
	    .i_rx_ready(i_rx_ready),
	    .o_current_byte_num(o_current_byte_num),
	    .o_periods_to_process(o_periods_to_process),
	    .o_phasecounterselect_1(o_phasecounterselect_1),
	    .o_phasecounterselect_2(o_phasecounterselect_2),
	    .o_pll_to_update(o_pll_to_update),
		 .o_phaseupdown(o_phaseupdown),
	    .o_shift_ready(o_shift_ready)
	);
	initial begin                                                  
		i_clk <= 1'b0;
		i_rx_data <= BASE;
		i_rx_ready <= 1'b0;
		_counter <= BASE;
		_gener_num_counter <= BASE;
	end
	always
		#20  i_clk = !i_clk;  
	always begin
		#200;
		_gener_num_counter <= _counter & 7;
		i_rx_data <= BASE + _gener_num_counter;
		i_rx_ready <= 1'b1;
		#40;
		i_rx_ready <= 1'b0;
		#200;
		i_rx_data <= BASE;
		i_rx_ready <= 1'b1;
		#40;
		i_rx_ready <= 1'b0;
		#320;
		i_rx_data <= _counter;
		_counter <= _counter + 1'b1;
		i_rx_ready <= 1'b1;
		#40;
		i_rx_ready <= 1'b0;
		#320;
		i_rx_data <= STOP_SIGNAL;
		i_rx_ready <= 1'b1;
		#40;
		i_rx_ready <= 1'b0;
	end
endmodule
```
==> reports/summary.txt <==
Met1 global-route usage: 22.0%
P_leak: 0.000849 uW
Longest Clk Path Bufs: 2
Setup TNS: -0.189 ns
Worst setup margin: -0.111 ns
Clk Tree Root Cell: clkbuf_8
Die X: 71.2 um
Maximum clock rate: 383 MHz
Pwr/cell area: 608 nW/um2
Worst-Skew Late Latency: 0.26 ns
Met2 usage: 19.7%
Placed Instances: 219
Share of cells above drive strength 1: 25.6%
Pint: 913 uW
Worst Setup Start Kind: flop
R2R cell count: 9
First-pass GRT wire length: 5.05 mm
Post-route cell area: 2040 um2
Rel. slew slack: 66.2%
Initial DRC count: 48
DRC Markers: 0
First-pass DRT Iterations: 19
Mean Syn Cell Area: 11.8 um2
Final WL: 3.01 mm
Final core area utilization: 45.7%
Element type at the critical path end: flop
Hold Path Depth: 0
Failing checks: setup timing
Final ANT Viol Nets: 0
Post-synth top area share: 39.8%
Die Size: 5060 um2
PortBufs: 29
Antenna Cells: 0
Via density: 4.78
Mapped Area: 1440 um2
Post-CTS Hold Fix Bufs: 0
H-tree depth: 1
Sequential power share: 36.9%
Sw frac: 26.5%
Hold Fails Final Rpt: 0
Post-Synthesis Cells: 122
Post-Layout Cell Count: 224
GRT overflow: 0
Pre-Place Util: 32.1%
M3 GR Usage: 1.45%
Post-synth cell types: 37
Vias: 1070
Post-synth EDFFs: 19
Clock sinks: 22
DP Area: 1930 um2
Synth flops: 22
RSZ-0062 raised after global routing: true
Tool warnings: 29
CP Class: reg2reg
GRT Max-Usage Layer: met1
Comb power frac: 36.9%
Dominant flop cell: edfxtp_1
Clock power frac: 26.3%
Warnings from Yosys: 1
Fin crit period: 2.61 ns
Yosys Instances: 122
Status: finished, violations left
Antenna violations before repair: 0
Vias in the first global route: 1064
Routed wire length per instance: 13.4 um
# fillers: 379
Post-synth area hogs: edfxtp_1 (40%), ha_1 (15%), xnor2_1 (4.3%)
Critical Path AT: 2.62 ns
Yosys stat area: 1440 um2
Dominant logic cell types in the final layout: clkdlybuf4s50_1 (29), edfxtp_1 (19), buf_4 (18)
GRT Overall Usage: 13.1%
Final period utilization: 104%
Dominant logic cell type in the layout: clkdlybuf4s50_1
Psw: 329 uW
Min Hold Slack: 0.382 ns
Die height: 71.2 um
Rows: 24
Pin count of the biggest net entering global routing: 14
Clk_skew: 0.00723 ns
Core Box Area: 4470 um2
Peak supply drop: 0.297 mV
Synth area leader: edfxtp_1
Layout area overhead: 42.5%
Synth async-reset ratio: 0%
Endpoints failing setup: 2
Critical path fanouts, max: 3
Register share after synthesis: 43.9%
Final HPWL DP: 2.41 mm
TritonCTS Buffers: 3
Worst hold path class: reg2reg
Reg clk slew, reported paths: 0.08 ns
IO Pins: 30
Routability cong.: 0.830
CTS tree: built
Max-cap viol count: 0
Final Slew Violations: 0
Worst endpoint required time: 2.51 ns
Worst-margin pin slew: 0.507 ns
## critical path: stages (launching register included)
cell,delay [ns]
edfxtp_1,0.44
ha_4,0.27
ha_4,0.16
fa_1,0.52
ha_4,0.30
o21a_1,0.13
o31a_1,0.15
o21a_1,0.16
nand4bb_1,0.15
o221ai_2,0.09
## final cells by class
type | count | area, um2 | area share (%)
clock buffers | 3 | 41.3 | 2.02
repair buffers | 49 | 457 | 22.3
inverters | 10 | 37.5 | 1.84
flip-flops and latches | 22 | 631 | 30.8
clock inverters | 1 | 30.0 | 1.47
well taps | 52 | 65.1 | 3.18
multi-input cells | 87 | 783 | 38.3
## path summary, 6_finish.rpt
| path | startpoint | end | slack (ns) |
|---|---|---|---|
| max | o_periods_to_process[1] | o_periods_to_process[7] | -0.11 |
| min reg2reg | o_shift_ready | prev_o_shift_ready | 0.38 |
| min | o_shift_ready | prev_o_shift_ready | 0.38 |
| max reg2reg | o_periods_to_process[1] | o_periods_to_process[7] | -0.11 |
## logic make-up after synthesis
kind of cell | Yosys count | synth area share, %
and+or+nand+nor | 33 | 12.9
AOI/OAI and AO/OA | 22 | 11.4
DFF | 22 | 43.9
adders and majority gates | 19 | 17.6
buffers and inverters | 13 | 5.06
xor gates and xnor gates | 11 | 7.67
muxes | 2 | 1.39
## cell usage after synthesis (2+ instances only)
cell,number
nor3_1,2
a21oi_1,5
ha_1,17
a21o_1,2
fa_1,2
dfxtp_1,3
mux2i_1,2
nand2b_1,2
xnor2_1,7
nor2_1,5
o21a_1,2
inv_1,10
nand2_1,9
o21ai_0,2
edfxtp_1,19
nor2b_1,2
o21ai_2,5
nand2_2,5
xor2_1,3
## flip-flops by register name, summed over array words and instances, names as in the netlist
register	cells
current_byte_num	3
o_periods_to_process	8
o_shift_ready	1
o_phasecounterselect_1	3
o_phaseupdown	1
prev_o_shift_ready	1
o_phasecounterselect_2	3
o_pll_to_update	1
prev_i_rx_ready	1
## stage by stage
step / power [uW] / worst slack [ns]
finish: 1240 / -0.111
global route: 1320 / -0.199
CTS: 1220 / -0.0801
detailed placement: 889 / -0.106
global placement: 880 / -0.0706
floorplan: 739 / 0.00214
## power groups by stage
stage | Clock (uW) | Combinational, uW | Sequential (uW)
finish | 326 | 458 | 458
global route | 348 | 507 | 462
CTS | 336 | 431 | 458
## routing by layer
layer | part of all wire (%) | routed length, um
met5 | 0 | 0
met4 | 0.70 | 21
met3 | 5.4 | 161
met2 | 44 | 1320
met1 | 50 | 1500
## what timing repair did
item | CTS | global route
gates cloned | 0 | 0
resized | 2 | 6
setup buffers | 0 | 1
pin swaps | 1 | 7
endpoints found under the setup margin | 2 | 2
Power and IR drop assume default switching activity.
